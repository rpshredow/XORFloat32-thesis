$ cat design/flow/config.mk
export PLATFORM = sky130hd
export DESIGN_NAME = M10K_256_32
export DESIGN_NICKNAME = M10K_256_32
export VERILOG_FILES = /design/flow/design.v
export SDC_FILE = /design/flow/constraint.sdc
export NUM_CORES = 4
export LEC_CHECK = 1
export CORE_UTILIZATION = 30
export SYNTH_MEMORY_MAX_BITS = 65536
$ cat design/flow/constraint.sdc
current_design M10K_256_32

set clk_period 23.9
set clk_io_pct 0.2

create_clock -name clk0 -period $clk_period [get_ports {clk}]

set non_clock_inputs [all_inputs -no_clocks]
set_input_delay [expr $clk_period * $clk_io_pct] -clock clk0 $non_clock_inputs
set_output_delay [expr $clk_period * $clk_io_pct] -clock clk0 [all_outputs]
$ cat design/flow/design.v
module DE10_Nano_Computer (
	CLOCK1_50,
	CLOCK2_50,
	CLOCK3_50,
	CLOCK4_50,
	ADC_CS_N,
	ADC_DIN,
	ADC_DOUT,
	ADC_SCLK,
	DRAM_ADDR,
	DRAM_BA,
	DRAM_CAS_N,
	DRAM_CKE,
	DRAM_CLK,
	DRAM_CS_N,
	DRAM_DQ,
	DRAM_LDQM,
	DRAM_RAS_N,
	DRAM_UDQM,
	DRAM_WE_N,
	KEY,
	LEDR,
	SW,
	HPS_DDR3_ADDR,
	HPS_DDR3_BA,
	HPS_DDR3_CAS_N,
	HPS_DDR3_CKE,
	HPS_DDR3_CK_N,
	HPS_DDR3_CK_P,
	HPS_DDR3_CS_N,
	HPS_DDR3_DM,
	HPS_DDR3_DQ,
	HPS_DDR3_DQS_N,
	HPS_DDR3_DQS_P,
	HPS_DDR3_ODT,
	HPS_DDR3_RAS_N,
	HPS_DDR3_RESET_N,
	HPS_DDR3_RZQ,
	HPS_DDR3_WE_N,
	HPS_ENET_GTX_CLK,
	HPS_ENET_INT_N,
	HPS_ENET_MDC,
	HPS_ENET_MDIO,
	HPS_ENET_RX_CLK,
	HPS_ENET_RX_DATA,
	HPS_ENET_RX_DV,
	HPS_ENET_TX_DATA,
	HPS_ENET_TX_EN,
	HPS_FLASH_DATA,
	HPS_FLASH_DCLK,
	HPS_FLASH_NCSO,
	HPS_GSENSOR_INT,
	HPS_GPIO,
	HPS_I2C_CONTROL,
	HPS_I2C1_SCLK,
	HPS_I2C1_SDAT,
	HPS_I2C2_SCLK,
	HPS_I2C2_SDAT,
	HPS_KEY,
	HPS_LED,
	HPS_SD_CLK,
	HPS_SD_CMD,
	HPS_SD_DATA,
	HPS_SPIM_CLK,
	HPS_SPIM_MISO,
	HPS_SPIM_MOSI,
	HPS_SPIM_SS,
	HPS_UART_RX,
	HPS_UART_TX,
	HPS_CONV_USB_N,
	HPS_USB_CLKOUT,
	HPS_USB_DATA,
	HPS_USB_DIR,
	HPS_USB_NXT,
	HPS_USB_STP
);
input						CLOCK1_50;
input						CLOCK2_50;
input						CLOCK3_50;
input						CLOCK4_50;
inout						ADC_CS_N;
output					ADC_DIN;
input						ADC_DOUT;
output					ADC_SCLK;
output 		[12: 0]	DRAM_ADDR;
output		[ 1: 0]	DRAM_BA;
output					DRAM_CAS_N;
output					DRAM_CKE;
output					DRAM_CLK;
output					DRAM_CS_N;
inout			[15: 0]	DRAM_DQ;
output					DRAM_LDQM;
output					DRAM_RAS_N;
output					DRAM_UDQM;
output					DRAM_WE_N;
input			[ 1: 0]	KEY;
output		[ 7: 0]	LEDR;
input			[ 3: 0]	SW;
output		[14: 0]	HPS_DDR3_ADDR;
output		[ 2: 0]  HPS_DDR3_BA;
output					HPS_DDR3_CAS_N;
output					HPS_DDR3_CKE;
output					HPS_DDR3_CK_N;
output					HPS_DDR3_CK_P;
output					HPS_DDR3_CS_N;
output		[ 3: 0]	HPS_DDR3_DM;
inout			[31: 0]	HPS_DDR3_DQ;
inout			[ 3: 0]	HPS_DDR3_DQS_N;
inout			[ 3: 0]	HPS_DDR3_DQS_P;
output					HPS_DDR3_ODT;
output					HPS_DDR3_RAS_N;
output					HPS_DDR3_RESET_N;
input						HPS_DDR3_RZQ;
output					HPS_DDR3_WE_N;
output					HPS_ENET_GTX_CLK;
inout						HPS_ENET_INT_N;
output					HPS_ENET_MDC;
inout						HPS_ENET_MDIO;
input						HPS_ENET_RX_CLK;
input			[ 3: 0]	HPS_ENET_RX_DATA;
input						HPS_ENET_RX_DV;
output		[ 3: 0]	HPS_ENET_TX_DATA;
output					HPS_ENET_TX_EN;
inout			[ 3: 0]	HPS_FLASH_DATA;
output					HPS_FLASH_DCLK;
output					HPS_FLASH_NCSO;
inout						HPS_GSENSOR_INT;
inout			[ 1: 0]	HPS_GPIO;
inout						HPS_I2C_CONTROL;
inout						HPS_I2C1_SCLK;
inout						HPS_I2C1_SDAT;
inout						HPS_I2C2_SCLK;
inout						HPS_I2C2_SDAT;
inout						HPS_KEY;
inout						HPS_LED;
output					HPS_SD_CLK;
inout						HPS_SD_CMD;
inout			[ 3: 0]	HPS_SD_DATA;
output					HPS_SPIM_CLK;
input						HPS_SPIM_MISO;
output					HPS_SPIM_MOSI;
inout						HPS_SPIM_SS;
input						HPS_UART_RX;
output					HPS_UART_TX;
inout						HPS_CONV_USB_N;
input						HPS_USB_CLKOUT;
inout			[ 7: 0]	HPS_USB_DATA;
input						HPS_USB_DIR;
input						HPS_USB_NXT;
output					HPS_USB_STP;
wire [31:0] pp_in_axi, pp_in_lw_axi ;
wire [31:0] pp_out_axi, pp_out_lw_axi ;
wire we;
wire [9:0] regNum; 
wire [19:0] address;
wire [31:0] dataIn;
reg [31:0] dataOut;
assign we = pp_out_lw_axi[30];
assign regNum = pp_out_lw_axi[29:20];  
assign address = pp_out_lw_axi[19:0];
assign dataIn = pp_out_axi;
assign pp_in_axi = dataOut;
reg [31:0] inputLayer [1:0];
reg [31:0] outputVector [1:0];
reg [31:0] count;
reg start = 1'b0;
reg stop = 1'b0;
initial begin
	outputVector[0] <= 32'd2;
end
always @ (posedge CLOCK1_50) begin
	if(we == 1) begin
		if(regNum == 0) begin
			inputLayer[address] <= dataIn;
			if(address == 0) begin
				start <= 1'b0;
				count <= 0;
				stop <= 1'b0;
			end
			if(address == 1) begin
				start <= 1'b1;
			end
		end
	end
	if(we == 0) begin
		if(regNum == 0)
			dataOut <= outputVector[address];
	end
	if(start == 1) begin
		count <= count + 1;
		input1 <= inputLayer[0];
		input2 <= inputLayer[1];
	end
	if(stop == 0 && out == 1) begin
		outputVector[1] <= count;
		stop <= 1'b1;
	end
end
reg [31:0] out;
assign outputVector[0] = out;
wire [31:0] input1;
wire [31:0] input2;
wire [31:0] node1OutSig1In;
wire [31:0] node2OutSig2In;
wire [31:0] node3OutSig3In;
wire [31:0] sig1OutNode3In;
wire [31:0] sig2OutNode3In;
node n1(
	.clk(CLOCK1_50),
	.in1(inputLayer[0]),
	.in2(inputLayer[1]),
	.weight1(32'b01000001101000000000000000000000),
	.weight2(32'b01000001101000000000000000000000),
	.bias(32'b11000001001000000000000000000000),
	.out(node1OutSig1In)
);
sigmoid s1(
	.clk(CLOCK1_50),
	.in(node1OutSig1In),
	.out(sig1OutNode3In)
);
node n2(
	.clk(CLOCK1_50),
	.in1(inputLayer[0]),
	.in2(inputLayer[1]),
	.weight1(32'b11000001101000000000000000000000),
	.weight2(32'b11000001101000000000000000000000),
	.bias(32'b01000001111100000000000000000000),
	.out(node2OutSig2In)
);
sigmoid s2(
	.clk(CLOCK1_50),
	.in(node2OutSig2In),
	.out(sig2OutNode3In)
);
node n3(
	.clk(CLOCK1_50),
	.in1(sig1OutNode3In),
	.in2(sig2OutNode3In),
	.weight1(32'b01000001101000000000000000000000),
	.weight2(32'b01000001101000000000000000000000),
	.bias(32'b11000001111100000000000000000000),
	.out(node3OutSig3In)
);
sigmoid s3(
	.clk(CLOCK1_50),
	.in(node3OutSig3In),
	.out(sig3OutConvIn)
);
wire [31:0] sig3OutConvIn;
convert	convert_inst (
	.clock ( CLOCK1_50 ),
	.dataa ( sig3OutConvIn ),
	.result ( out )
	);
Computer_System The_System (
	.system_pll_ref_clk_clk					(CLOCK1_50),
	.system_pll_ref_reset_reset			(1'b0),
	.pp_out_axi_export               (pp_out_axi),               
	.pp_in_axi_export                (pp_in_axi),              
	.pp_out_lw_axi_export            (pp_out_lw_axi), 
	.pp_in_lw_axi_export             (pp_in_lw_axi),  
	.memory_mem_a			(HPS_DDR3_ADDR),
	.memory_mem_ba			(HPS_DDR3_BA),
	.memory_mem_ck			(HPS_DDR3_CK_P),
	.memory_mem_ck_n		(HPS_DDR3_CK_N),
	.memory_mem_cke		(HPS_DDR3_CKE),
	.memory_mem_cs_n		(HPS_DDR3_CS_N),
	.memory_mem_ras_n		(HPS_DDR3_RAS_N),
	.memory_mem_cas_n		(HPS_DDR3_CAS_N),
	.memory_mem_we_n		(HPS_DDR3_WE_N),
	.memory_mem_reset_n	(HPS_DDR3_RESET_N),
	.memory_mem_dq			(HPS_DDR3_DQ),
	.memory_mem_dqs		(HPS_DDR3_DQS_P),
	.memory_mem_dqs_n		(HPS_DDR3_DQS_N),
	.memory_mem_odt		(HPS_DDR3_ODT),
	.memory_mem_dm			(HPS_DDR3_DM),
	.memory_oct_rzqin		(HPS_DDR3_RZQ),
	.hps_io_hps_io_gpio_inst_GPIO35	(HPS_ENET_INT_N),
	.hps_io_hps_io_emac1_inst_TX_CLK	(HPS_ENET_GTX_CLK),
	.hps_io_hps_io_emac1_inst_TXD0	(HPS_ENET_TX_DATA[0]),
	.hps_io_hps_io_emac1_inst_TXD1	(HPS_ENET_TX_DATA[1]),
	.hps_io_hps_io_emac1_inst_TXD2	(HPS_ENET_TX_DATA[2]),
	.hps_io_hps_io_emac1_inst_TXD3	(HPS_ENET_TX_DATA[3]),
	.hps_io_hps_io_emac1_inst_RXD0	(HPS_ENET_RX_DATA[0]),
	.hps_io_hps_io_emac1_inst_MDIO	(HPS_ENET_MDIO),
	.hps_io_hps_io_emac1_inst_MDC		(HPS_ENET_MDC),
	.hps_io_hps_io_emac1_inst_RX_CTL	(HPS_ENET_RX_DV),
	.hps_io_hps_io_emac1_inst_TX_CTL	(HPS_ENET_TX_EN),
	.hps_io_hps_io_emac1_inst_RX_CLK	(HPS_ENET_RX_CLK),
	.hps_io_hps_io_emac1_inst_RXD1	(HPS_ENET_RX_DATA[1]),
	.hps_io_hps_io_emac1_inst_RXD2	(HPS_ENET_RX_DATA[2]),
	.hps_io_hps_io_emac1_inst_RXD3	(HPS_ENET_RX_DATA[3]),
	.hps_io_hps_io_qspi_inst_IO0	(HPS_FLASH_DATA[0]),
	.hps_io_hps_io_qspi_inst_IO1	(HPS_FLASH_DATA[1]),
	.hps_io_hps_io_qspi_inst_IO2	(HPS_FLASH_DATA[2]),
	.hps_io_hps_io_qspi_inst_IO3	(HPS_FLASH_DATA[3]),
	.hps_io_hps_io_qspi_inst_SS0	(HPS_FLASH_NCSO),
	.hps_io_hps_io_qspi_inst_CLK	(HPS_FLASH_DCLK),
	.hps_io_hps_io_gpio_inst_GPIO61	(HPS_GSENSOR_INT),
	.hps_io_hps_io_gpio_inst_GPIO40	(HPS_GPIO[0]),
	.hps_io_hps_io_gpio_inst_GPIO41	(HPS_GPIO[1]),
	.hps_io_hps_io_gpio_inst_GPIO48	(HPS_I2C_CONTROL),
	.hps_io_hps_io_i2c0_inst_SDA		(HPS_I2C1_SDAT),
	.hps_io_hps_io_i2c0_inst_SCL		(HPS_I2C1_SCLK),
	.hps_io_hps_io_i2c1_inst_SDA		(HPS_I2C2_SDAT),
	.hps_io_hps_io_i2c1_inst_SCL		(HPS_I2C2_SCLK),
	.hps_io_hps_io_gpio_inst_GPIO54	(HPS_KEY),
	.hps_io_hps_io_gpio_inst_GPIO53	(HPS_LED),
	.hps_io_hps_io_sdio_inst_CMD	(HPS_SD_CMD),
	.hps_io_hps_io_sdio_inst_D0	(HPS_SD_DATA[0]),
	.hps_io_hps_io_sdio_inst_D1	(HPS_SD_DATA[1]),
	.hps_io_hps_io_sdio_inst_CLK	(HPS_SD_CLK),
	.hps_io_hps_io_sdio_inst_D2	(HPS_SD_DATA[2]),
	.hps_io_hps_io_sdio_inst_D3	(HPS_SD_DATA[3]),
	.hps_io_hps_io_spim1_inst_CLK		(HPS_SPIM_CLK),
	.hps_io_hps_io_spim1_inst_MOSI	(HPS_SPIM_MOSI),
	.hps_io_hps_io_spim1_inst_MISO	(HPS_SPIM_MISO),
	.hps_io_hps_io_spim1_inst_SS0		(HPS_SPIM_SS),
	.hps_io_hps_io_uart0_inst_RX	(HPS_UART_RX),
	.hps_io_hps_io_uart0_inst_TX	(HPS_UART_TX),
	.hps_io_hps_io_gpio_inst_GPIO09	(HPS_CONV_USB_N),
	.hps_io_hps_io_usb1_inst_D0		(HPS_USB_DATA[0]),
	.hps_io_hps_io_usb1_inst_D1		(HPS_USB_DATA[1]),
	.hps_io_hps_io_usb1_inst_D2		(HPS_USB_DATA[2]),
	.hps_io_hps_io_usb1_inst_D3		(HPS_USB_DATA[3]),
	.hps_io_hps_io_usb1_inst_D4		(HPS_USB_DATA[4]),
	.hps_io_hps_io_usb1_inst_D5		(HPS_USB_DATA[5]),
	.hps_io_hps_io_usb1_inst_D6		(HPS_USB_DATA[6]),
	.hps_io_hps_io_usb1_inst_D7		(HPS_USB_DATA[7]),
	.hps_io_hps_io_usb1_inst_CLK		(HPS_USB_CLKOUT),
	.hps_io_hps_io_usb1_inst_STP		(HPS_USB_STP),
	.hps_io_hps_io_usb1_inst_DIR		(HPS_USB_DIR),
	.hps_io_hps_io_usb1_inst_NXT		(HPS_USB_NXT)
);
endmodule  
module M10K_256_32( 
    output reg [31:0] q,
    input [31:0] d,
    input [255:0] write_address, read_address,
    input we, clk
);
    reg [31:0] mem [255:0]   ;
    always @ (posedge clk) begin
        if (we) begin
            mem[write_address] <= d;
		  end
		  q <= mem[read_address];  
    end
endmodule
$ cat design/flow/run.sh
#!/bin/bash
# OpenROAD 26Q1-2900-gdf79404cd8, Yosys 0.63+post, stock flow scripts
make -C /OpenROAD-flow-scripts/flow DESIGN_CONFIG=/design/flow/config.mk WORK_HOME=/design/flow/orfs finish
==> impl_metrics.yaml <==
# implementation run metrics
worst_setup_path:
  crit_path_end_kind: "flip-flop"
  path_class: "in2reg"
  slowest_stage: "buf_4"
  critPathBufInv: 9
  slowest_delay_ns: 0.69
  cp.required_ns: 24.97
  path_common_cell: "buf_4"
  critPathLaunchType: "primary input"
  critPathMaxFanout: 43
  cp_cell_sequence: "buf_16 > buf_4 > buf_4 > buf_4 > buf_4 > buf_4 > buf_4 > buf_4 > buf_4 > mux2i_1 > o221ai_1 > a21oi_1 > or4_1 > nor2_1 > and4bb_1"
  critPathTopFamily: "buffers and inverters"
  cp.arrival_ns: 12.33
final_timing:
  final.setup_skew_ns: 0.07304
  fin_ws_ns: 12.64
  slew_headroom_pct: 24.37
  finalSetupViolations: 0
  tightest_slew_ns: 1.106
  rsz0062_at_grt: "false"
  min_period_ns: 11.26
  finalHoldViolCount: 0
  clock.fmax_mhz: 88.85
  fin_setup_tns_ns: 0
  final_max_slew_viol_count: 0
  holdWs_ns: 1.045
  post-route-period-util_pct: 47.09
placement:
  place.gp.congestion: 0.9572
  dp_hpwl_mm: 563.7
  dp_slack_ns: 11.38
  io_buffers: 81
yosys:
  top_cells_by_count: "edfxtp_1 (8,192), mux4_2 (1,534), mux2i_1 (1,234), clkbuf_1 (387)"
  yosysUniqueCellTypes: 62
  synthesis.area_um2: 315700
  ys_seq_share_pct: 78.13
  yosys_area_um2: 315700
  synthAdderAreaFrac_pct: 0
  synth_cells: 14440
  logic_family: "multiplexers"
  synth_area_per_cell_um2: 21.87
  yosys_warnings: 1
  top_area_cell: "edfxtp_1"
  flop_cell: "edfxtp_1"
  top_area_share_pct: 77.93
  ys_async_sr_fraction_pct: 0
  ys_sh_mux_pct: 15.29
  synth.area.top_cells: "edfxtp_1 (78%), mux4_2 (11%), mux2i_1 (3.9%)"
  synth_top_cell_by_count: "edfxtp_1"
  ys_cells: 14440
  xor_area_share_pct: 0
  ys_sh_aoi_pct: 3.265
  yosys.area_share.simple_pct: 1.623
  edf_count: 8192
  yosys_register_bits: 8224
clock_network:
  ctsResizeCount: 0
  cts_sinks: 8224
  cts_hold_buf: 0
  clockBufferDepth: 4
  clk-insertion-delay-late_ns: 1.18
  cts_buffers: 790
  cts_root_buffer: "clkbuf_16"
  clkTransAtPathRegs_ns: 0.06
  htree_levels: 6
  post_cts_buffers: 0
  cts_tree: "built"
layout:
  drive_gt1_share_pct: 25.15
  fill_cells: 95100
  areaGrowthSynthToFinish_pct: 15.11
routing:
  remaining_drc_errors: 0
  ant_nets: 0
  drt-initial-drc-count: 11310
  drt-total-wl_mm: 934.9
  vias: 154100
  routed_via_density: 5.132
  drtPass1Iterations: 6
  wl_per_cell_um: 31.12
outcome:
  status: "complete, no violations"
power_and_ir_drop:
  p_leak_nw: 112.5
  worst_ir_drop_vdd_mv: 0.09113
  powerDensity_nw_per_um2: 80.95
grt:
  grt_pass1_wl_mm: 1293
  grt_overflow: 0
  grt_pass1_vias: 166200
  grt_max_degree: 113
  grt.total_usage_pct: 18.85
  antenna_found_initial: 72
floorplan:
  num_rows: 376
  die_area_um2: 1056000
  initCoreUtil_pct: 30.10
  die_w_mm: 1.028
  core-area_um2: 1049000
  die_h_mm: 1.028
  io_pins: 578
run:
  warnings: 529
  cap_violations: 0
worst_hold_path:
  hold_path_class: "reg2reg"
layer usage:
| layer | global-route usage (%) | part of all wire, % | up-vias |
|---|---|---|---|
| li1 | - | - | 63440 |
| met1 | 17.85 | 28 | 78210 |
| met2 | 27.28 | 45 | 10630 |
| met3 | 17.41 | 20 | 1777 |
| met4 | 8.451 | 5.8 | 93 |
| met5 | 2.815 | 0.42 | - |
worst paths after layout:
| kind | start | end | slack [ns] | depth (start not counted) |
|---|---|---|---|---|
| max reg2reg | mem[233][16] | q[16] | 19.67 | 7 |
| min reg2reg | mem[10][30] | q[30] | 1.05 | 5 |
| max | read_address[0] | q[10] | 12.64 | 15 |
| min | mem[10][30] | q[30] | 1.05 | 5 |
logic make-up (layout without fill, tap and decap cells):
family / after synthesis / count (layout)
muxes: 2877 / 2877
and+or+nand+nor: 1008 / 1008
DFF: 8224 / 8224
AOI/OAI and AO/OA: 1422 / 1422
buffers and inverters: 904 / 2473
other: 0 / 49
report_power, final:
group | leakage [nW] | switching (W) | internal (W) | total, W
Sequential | 73.9 | 0.0000428 | 0.0159 | 0.0159
Clock | 12.0 | 0.00534 | 0.00662 | 0.0120
Combinational | 26.6 | 0.00103 | 0.000485 | 0.00151
cell usage in the layout (no fill, tap or decap), drive strengths merged, types with 35 or more instances in the layout:
cell           Yosys  final
o211ai            35     35
edfxtp          8192   8192
diode              0     49
nor2             383    383
inv               26     50
clkdlybuf4s50      0     43
o221ai           383    383
clkbuf           387   1004
a211oi            74     74
buf              490    953
nor3             139    139
nor2b             59     59
mux2i           1234   1234
a2111oi           67     67
mux4            1544   1544
o22ai            181    181
a21oi            313    313
o21ai             50     50
nand3             85     85
a221oi            97     97
bufinv             0     39
nand2             63     63
nand4             67     67
nor4              44     44
nand2b            53     53
mux2              99     99
clkinv             1    372
a22oi            131    131
layout make-up:
class,count,area (um2),share of cell area [%]
clock buffers,1004,20980,5.773
multi-input cells,5307,66270,18.24
repair buffers,996,8142,2.241
inverters,27,116.4,0.03203
well taps,13990,17500,4.816
flip-flops and latches,8224,246600,67.88
diodes,49,122.6,0.03375
clock inverters,446,3577,0.9845
tightest hold or removal path, stage by stage (launching register included):
cell and delay (ns):
edfxtp_1 0.36, mux2i_1 0.13, o22a_1 0.15, nand4_1 0.11
o2111ai_1 0.22, a311oi_2 0.07
stage by stage:
step / instances / instance area [um2] / total power, W / utilization (%)
global route: 30020 / 363300 / 0.03021 / 34.65
global placement: 28540 / 338700 / 0.01774 / 32.30
CTS: 29990 / 363200 / 0.02959 / 34.64
detailed placement: 28540 / 338700 / 0.01776 / 32.30
finish: 30040 / 363300 / 0.02941 / 34.65
floorplan: 14440 / 315700 / 0.01694 / -
registers in the layout, summed over array words and instances (netlist names):
| signal | count |
|---|---|
| q | 32 |
| mem | 8192 |
Power and IR drop assume default switching activity.
